`/design/flow/run.sh`:
```
#!/bin/bash
# OpenROAD 26Q1-2900-gdf79404cd8, Yosys 0.63+post, stock flow scripts
make -C /OpenROAD-flow-scripts/flow DESIGN_CONFIG=/design/flow/config.mk WORK_HOME=/design/flow/orfs finish
```
`/design/flow/design.v`:
```
module clockTick
#(
	parameter M = 5,  
				 N = 3  
)
(
	input wire clk, reset, 
	output wire clkPulse
);
modMCounter #(.M(M), .N(N)) 
	clockPulse5cycle (
				.clk(clk), .reset(reset), 
				.complete_tick(clkPulse)
			);
endmodule	
module modMCounter
#(
	parameter M = 5,  
				 N = 3  
)
(
	input wire clk, reset, 
	output wire complete_tick, 
	output wire[N-1:0] count
);
reg[N-1:0] count_reg;
wire[N-1:0] count_next;
always @(posedge clk, posedge reset)
begin
	if (reset == 1)
		count_reg = 0;
	else
		count_reg = count_next;
end
assign count_next = (count_reg == M-1) ? 0 : count_reg + 1 ;
assign complete_tick = (count_reg == M-1) ? 1 : 0;
assign count = count_reg;  
endmodule
module queue
#(parameter data_width = 4,   
            address_width = 4,   
            max_data = 2**address_width  
)
(
    input wire clk, reset,
    input wire read_cmd, write_cmd,  
    input wire [data_width-1:0] write_data,   
    output reg [data_width-1:0] read_data,   
    output wire full,   
    output wire empty  
);
reg [data_width-1:0] queue_reg [max_data-1:0];
reg [address_width-1:0] front_reg, front_next;  
reg [address_width-1:0] rear_reg, rear_next;  
reg full_reg, full_next;
reg empty_reg, empty_next;
assign full = full_reg;
assign empty = empty_reg;
wire write_enable;  
assign write_enable = write_cmd & ~full_reg; 
always @(posedge clk) begin
    if (write_enable)
        queue_reg[rear_reg] = write_data; 
    if (read_cmd)
        read_data = queue_reg[front_reg];
end
always @(posedge clk, posedge reset) begin
    if (reset) begin
        empty_reg = 1'b1;   
        full_reg = 1'b0;   
        front_reg = 0;
        rear_reg = 0;
    end
    else begin
        front_reg = front_next;
        rear_reg = rear_next;
        full_reg = full_next;
        empty_reg = empty_next;
    end
end
always @* begin
    front_next = front_reg;
    rear_next = rear_reg;
    full_next = full_reg;
    empty_next = empty_reg;
    if({write_cmd, read_cmd} == 2'b01) begin  
        if(~empty_reg) begin  
            full_next = 1'b0;  
            front_next = front_reg + 1;
            if (front_next  == rear_reg)  
                empty_next = 1'b1; 
        end
    end
    else if ({write_cmd, read_cmd} == 2'b10) begin  
        if(~full_reg) begin  
            empty_next = 1'b0;
            rear_next = rear_reg + 1;
            if(rear_next == front_reg)
                full_next = 1'b1;
        end
    end
    else if  ({write_cmd, read_cmd} == 2'b11) begin  
        front_next = front_reg + 1;
        rear_next = rear_next + 1;
    end
end
endmodule
module queue_top(
    reset,
    CLOCK_50,
    SW,
    LEDG,
    LEDR
);
input wire  reset;
input wire  CLOCK_50;
input wire  [1:0] SW;
output wire [3:0] LEDG;
output wire [17:0] LEDR;
wire    clk1s;
wire    [3:0] count;
assign  LEDR[17:14] = count[3:0];
clockTick   unit_clkTick(
    .clk(CLOCK_50),
    .reset(reset),
    .clkPulse(clk1s));
    defparam    unit_clkTick.M = 50000000;
    defparam    unit_clkTick.N = 26;
queue   unit_queue(
    .clk(clk1s),
    .reset(reset),
    .read_cmd(SW[0]),
    .write_cmd(SW[1]),
    .write_data(count),
    .full(LEDR[1]),
    .empty(LEDR[0]),
    .read_data(LEDG));
    defparam    unit_queue.address_width = 4;
    defparam    unit_queue.data_width = 4;
    defparam    unit_queue.max_data = 16;
modMCounter unit_counter(
    .clk(clk1s),
    .reset(reset),
    .count(count));
    defparam    unit_counter.M = 12;
    defparam    unit_counter.N = 4;
endmodule
```
`/design/flow/constraint.sdc`:
```
current_design queue_top

set clk_period 6.0
set clk_io_pct 0.2

create_clock -name clk0 -period $clk_period [get_ports {CLOCK_50}]

set non_clock_inputs [all_inputs -no_clocks]
set_input_delay [expr $clk_period * $clk_io_pct] -clock clk0 $non_clock_inputs
set_output_delay [expr $clk_period * $clk_io_pct] -clock clk0 [all_outputs]
```
`/design/flow/config.mk`:
```
export PLATFORM = sky130hd
export DESIGN_NAME = queue_top
export DESIGN_NICKNAME = queue_top
export VERILOG_FILES = /design/flow/design.v
export SDC_FILE = /design/flow/constraint.sdc
export NUM_CORES = 4
export LEC_CHECK = 1
export CORE_UTILIZATION = 30
```
==> out/results.tsv <==
stage	metric	value	unit
placed_design	post-DP HPWL	8230	um
worst_setup_path	Critical Path RT	6110	ps
hold_path	hold worst-path end	unit_clkTick.clockPulse5cycle.count_reg[4]	
worst_setup_path	Worst Path Buf+Inv	1	
logic_synthesis	flip-flops with a built-in enable	4	
clock_tree	Resize count post-CTS	0	
global_route	GR met3 Demand/Resource	1.60	%
global_route	met1 Use GR	19.4	%
layout	max reg flops	64	
worst_setup_path	R2R Setup Slk	3270	ps
logic_synthesis	Yosys top cell by area	dfxtp_1	
sta	RSZ-0062 raised after global routing	false	
logic_synthesis	Cell Type Count	69	
clock_tree	H-tree Lvls	1	
sta	Final Hold Vio Count	0	
job	tool warning count	33	
logic_synthesis	Top FF cell, synth	dfxtp_1	
clock_tree	Reg clk slew, reported paths	60	ps
worst_setup_path	reg-to-reg critical path endpoint	unit_clkTick.clockPulse5cycle.count_reg[20]	
outcome	status	complete, no violations	
power_and_ir_drop	power per standard cell area	62.5	nW/um2
sta	fmax	0.366	GHz
global_route	Overall Global Routing Usage	12.8	%
layout	fin util	33.0	%
clock_tree	clock buffer count from CTS	3	
sta	final setup fails	0	
layout	filler instances	1741	
sta	number of unconstrained endpoints	96	
hold_path	Hold Path Stages	1	
logic_synthesis	Synth top cells by count	dfxtp_1 (64), nand2_1 (50), mux2_2 (48)	
worst_setup_path	type of origin of the critical path	flop	
logic_synthesis	top-count cell post-synth	dfxtp_1	
logic_synthesis	yosys warns	16	
global_route	antenna violations before repair	0	
detailed_routing	DRC Markers	0	
logic_synthesis	Syn Inst Count	517	
worst_setup_path	worst-path fanout max	77	
detailed_routing	Avg WL per Cell	15.2	um
logic_synthesis	# Cells Yosys	517	
detailed_routing	via count	3721	
clock_tree	CTS tree	done	
job	# Max-Cap Violations	0	
logic_synthesis	Avg Cell Area, Syn	10.4	um2
logic_synthesis	Synth Seq Share	44.6	%
worst_setup_path	Reg2Reg Launch Point	unit_clkTick.clockPulse5cycle.count_reg[8]	
hold_path	Hold Crit Class	reg2reg	
logic_synthesis	FFs w/ async S/R, synth	37.0	%
worst_setup_path	element type at the critical path end	flop	
floorplanning	row cnt	48	
worst_setup_path	Worst R2R Path Depth	6	
logic_synthesis	Synth area leaders	dfxtp_1 (24%), dfrtp_1 (12%), mux2_2 (10%)	
clock_tree	total setup buffers inserted after CTS	0	
worst_setup_path	slowest stage delay, CP	560	ps
logic_synthesis	Synth Cell Area	5380	um2
layout	Non-Filler Instances	739	
sta	register pins left without a clock	82	
placed_design	Placed Cells	735	
floorplanning	FP Core Util	30.9	%
layout	layout cell share with drive strength beyond 1	14.2	%
floorplanning	Die Wd	136	um
detailed_routing	Antenna Nets Post-Route	0	
sta	setup TNS	0	ps
sta	Final Cycle Share	45.6	%
sta	Slew @ Worst Pin	736	ps
detailed_routing	# diodes	0	
detailed_routing	Vias per Instance	5.04	
detailed_routing	drt pass-1 iters	4	
worst_setup_path	critical path class	reg2reg	
power_and_ir_drop	Peak VDD IR	0.000122	V
global_route	global route overflow	0	
sta	worst clock skew	2.45	ps
floorplanning	Die Area	18500	um2
clock_tree	Root Buffer	clkbuf_16	
clock_tree	cts hold-fix bufs	0	
logic_synthesis	Yosys Chip Area	5380	um2
floorplanning	IO Pins	26	
logic_synthesis	Post-synth regs	108	
hold_path	min-delay src	unit_clkTick.clockPulse5cycle.count_reg[4]	
sta	post-route worst setup slack	3270	ps
clock_tree	worst-case clock buffer depth	2	
floorplanning	Core Region	17400	um2
worst_setup_path	crit-path cells	or4_1 -> or3_1 -> nor4_1 -> and3_2 -> buf_4 -> nor2_1	
global_route	first-pass GRT wire length	18500	um
worst_setup_path	Slowest cell on crit path	buf_4	
sta	relative max-transition margin	51.0	%
worst_setup_path	Worst EP arrival	2840	ps
power_and_ir_drop	leakage	0.00233	uW
sta	Slew Limit Fails	0	
global_route	vias in the first global route	3495	
placed_design	Port Buf Inserts	13	
detailed_routing	First DRT Iteration DRCs	185	
sta	worst hold slack	474	ps
detailed_routing	Total Wirelength	11200	um
placed_design	pre-CTS WS	3290	ps
worst_setup_path	Top delay family on crit path	simple AND/OR/NAND/NOR gates	
global_route	pin count of the biggest net entering global routing	78	
global_route	layer carrying the most global-route usage	met2	
floorplanning	Die H	136	um
global_route	M2 GR Usage	20.5	%
layout	synthesis-to-layout area growth	6.76	%
placed_design	GPL Wtd Cong	0.865	
logic_synthesis	Area leader share	23.8	%
sta	min Tclk post-route	2730	ps
clock_tree	clk latency of the worst-skew pair	250	ps
-- where the power goes --
part / leakage (uW) / switching [uW] / internal (uW)
logic: 0.00118 / 17.4 / 9.89
registers: 0.00110 / 0 / 176
clock network: 0.0000442 / 53.8 / 102
total: 0.00233 / 71.2 / 288
-- through the flow --
step | total power (uW) | cell area (um2)
CTS | 364 | 5750
floorplan | 204 | 5430
detailed placement | 207 | 5660
global route | 376 | 5750
global placement | 207 | 5660
finish | 359 | 5750
-- worst reg2reg max path, delay by kind of cell (launching register included) --
family	cells	cell delay, ps
and+or+nand+nor	5	1630
buffers and inverters	1	560
DFF	1	400
-- worst max-delay path by stage --
stage / startpoint / cells after the start / endpoint / slack [ps]
4_1_cts: unit_clkTick.clockPulse5cycle.count_reg[8] / 6 / unit_clkTick.clockPulse5cycle.count_reg[25] / 3250
5_1_grt: unit_clkTick.clockPulse5cycle.count_reg[8] / 6 / unit_clkTick.clockPulse5cycle.count_reg[25] / 3060
6_report: unit_clkTick.clockPulse5cycle.count_reg[8] / 6 / unit_clkTick.clockPulse5cycle.count_reg[20] / 3270
-- kinds of logic (layout without fill, tap and decap cells) --
logic type	after synthesis	in the layout	share of synthesized area, %
DFF	108	108	44.6
adders and majority gates	13	13	3.02
and+or+nand+nor	166	166	16.6
other	1	12	0.0697
muxes	63	63	13.2
buffers and inverters	49	35	4.79
xor gates and xnor gates	37	37	6.02
AOI/OAI and AO/OA	80	80	11.6
-- area by class of cell --
class | instances | area, um2 | area share, %
multi-input cells | 371 | 2770 | 48.1
flip-flops and latches | 108 | 2400 | 41.8
well taps | 225 | 282 | 4.90
repair buffers | 16 | 153 | 2.66
clock buffers | 4 | 88.8 | 1.55
inverters | 15 | 56.3 | 0.980
-- per-layer routing --
metal	vias to the layer above	share of wire, %
li1	1822	-
met1	1838	49
met2	51	46
met3	10	3.2
met4	0	1.2
met5	-	0
-- cell usage in the layout (no fill, tap or decap), types with 4 or more instances in the layout --
cell type	n
nand2_1	50
nand4_1	9
ha_1	13
a22o_1	5
a22oi_1	8
a211oi_1	4
nor3_1	6
o21ai_0	18
inv_1	14
and3_1	8
nor3_2	4
dfrtn_1	13
mux2i_1	6
and2_1	8
xnor2_1	16
and4_1	5
xor2_1	21
a21oi_1	6
edfxtp_1	4
mux2_1	6
nand3_1	20
a31oi_1	8
clkdlybuf4s50_1	13
mux2_2	48
a211o_1	4
nor2b_1	4
conb_1	12
dfrtp_1	26
dfxtp_1	64
nor2_1	27
Power is estimated from default activity; no workload was simulated.
