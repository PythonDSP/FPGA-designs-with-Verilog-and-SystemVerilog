**flow/run.sh**
```bash
#!/bin/bash
# OpenROAD 26Q1-2900-gdf79404cd8, Yosys 0.63+post, stock flow scripts
make -C /OpenROAD-flow-scripts/flow DESIGN_CONFIG=/design/flow/config.mk WORK_HOME=/design/flow/orfs finish
```
**flow/constraint.sdc**
```tcl
current_design parallel_and_serial_top_visual

set clk_period 5.3
set clk_io_pct 0.2

create_clock -name clk0 -period $clk_period [get_ports {CLOCK_50}]

set non_clock_inputs [all_inputs -no_clocks]
set_input_delay [expr $clk_period * $clk_io_pct] -clock clk0 $non_clock_inputs
set_output_delay [expr $clk_period * $clk_io_pct] -clock clk0 [all_outputs]
```
**flow/design.v**
```verilog
module clockTick
#(
	parameter M = 5,  
				 N = 3  
)
(
	input wire clk, reset, 
	output wire clkPulse
);
modMCounter #(.M(M), .N(N)) 
	clockPulse5cycle (
				.clk(clk), .reset(reset), 
				.complete_tick(clkPulse)
			);
endmodule	
module modMCounter
#(
	parameter M = 5,  
				 N = 3  
)
(
	input wire clk, reset, 
	output wire complete_tick, 
	output wire[N-1:0] count
);
reg[N-1:0] count_reg;
wire[N-1:0] count_next;
always @(posedge clk, posedge reset)
begin
	if (reset == 1)
		count_reg = 0;
	else
		count_reg = count_next;
end
assign count_next = (count_reg == M-1) ? 0 : count_reg + 1 ;
assign complete_tick = (count_reg == M-1) ? 1 : 0;
assign count = count_reg;  
endmodule
module parallel_and_serial_top(
	reset,
	clk,
	out_count
);
input wire	reset;
input wire	clk;
output wire	[3:0] out_count;
wire	eclk;
wire	[3:0] parallel_count;
wire	serial_count;
modMCounter	unit_counter(
	.clk(eclk),
	.reset(reset),
	.count(parallel_count));
	defparam	unit_counter.M = 12;
	defparam	unit_counter.N = 4;
parallel_to_serial	unit_p_s(
	.clk(clk),
	.reset(reset),
	.data_in(parallel_count),
	.empty_tick(eclk),
	.data_out(serial_count));
	defparam	unit_p_s.N = 4;
serial_to_parallel	unit_s_p(
	.clk(clk),
	.reset(reset),
	.data_in(serial_count),
	.data_out(out_count));
	defparam	unit_s_p.N = 4;
endmodule
module parallel_and_serial_top_visual(
  reset,
  CLOCK_50,
  LEDG
);
input wire  reset;
input wire  CLOCK_50;
output wire[3:0] LEDG;
wire  clk1ms;
parallel_and_serial_top  unit_p_s_top(
  .reset(reset),
  .clk(clk1ms),
  .out_count(LEDG));
clockTick  unit_clk1ms(
  .clk(CLOCK_50),
  .reset(reset),
  .clkPulse(clk1ms));
  defparam  unit_clk1ms.M = 5000000;
  defparam  unit_clk1ms.N = 23;
endmodule
module parallel_to_serial
#(	
	parameter N = 8
)
(
	input wire clk, reset,
	input wire [ N-1:0] data_in,  
	output reg empty_tick,  
	output reg data_out   
);
reg [N-1:0] data_reg, data_next;
reg [N-1:0] count_reg, count_next;
reg empty_reg, empty_next;
always @(posedge clk)
	empty_tick = empty_reg;
always @(posedge clk, posedge reset) begin
	if(reset) begin
		count_reg = 0;
		empty_reg = 1;
		data_reg = 0;
	end
	else begin
		count_reg = count_next;
		empty_reg = empty_next;
		data_reg = data_next;
	end
end
always @* begin
	count_next = count_reg;
	empty_next = empty_reg;
	data_next = data_reg;
	data_out = data_reg[count_reg];
	if (count_reg == N-1) begin
		count_next = 0;   
		empty_next = 1; 
		data_next = data_in;   
	end
	else begin  
		count_next = count_reg + 1;
		empty_next = 0;
	end
end
endmodule 
module serial_to_parallel
#(	
	parameter N = 8
)
(
	input wire clk, reset,
	input wire data_in,  
	output wire full_tick,   
	output reg [N-1:0] data_out   
);
reg [N-1:0] data_reg, data_next;
reg [N-1:0] count_reg, count_next;
reg full_reg, full_next;
assign full_tick = full_reg;  
always @(posedge clk, posedge reset) begin
	if(reset) begin
		count_reg = 0;
		full_reg = 0;
		data_reg = 0;
	end
	else begin
		count_reg = count_next;
		full_reg = full_next;
		data_reg = data_next;
	end
end
always @* begin
	count_next = count_reg;
	full_next = full_reg;
	data_next = data_reg;
	data_next[count_reg] = data_in;
	if (count_reg == N-1) begin
		count_next = 0;
		full_next = 1;
		data_out = data_reg;
	end
	else begin   
		count_next = count_reg + 1;
		full_next = 0;
	end
end
endmodule 
```
**flow/config.mk**
```make
export PLATFORM = sky130hd
export DESIGN_NAME = parallel_and_serial_top_visual
export DESIGN_NICKNAME = parallel_and_serial_top_visual
export VERILOG_FILES = /design/flow/design.v
export SDC_FILE = /design/flow/constraint.sdc
export NUM_CORES = 4
export LEC_CHECK = 1
export CORE_UTILIZATION = 30
```
==> impl_metrics.tcl <==
# collected from the flow reports
set metrics [dict create \
    worst-slew-pin-transition_ps 907 \
    stdcell_area_sq_um 2310 \
    finalHoldViolCount 0 \
    most_frequently_used_flop_master_after_synthesis "dfrtp_1" \
    postSynthCellCount 187 \
    layout_setup_ws_ps 3180 \
    post_route_cells_drive_above_1_share 0.0984 \
    grt_antenna_before_repair 0 \
    outcome "finished, final reports clean" \
    yosys-stat-area_sq_um 2110 \
    untimed_endpoints 30 \
    critPathCaptureType "register" \
    postSynth.asyncResetShare 0.898 \
    die_width_um 85.8 \
    slew_violations 0 \
    flow.area_growth_from_synthesis_pct 9.80 \
    route.antenna.diode_count 0 \
    most_numerous_cell_types_in_the_synthesized_netlist "dfrtp_1 (27), dfrtn_1 (16), nor2_1 (16)" \
    dr_total_vias 1299 \
    post_synth.cell_area_avg_sq_um 11.3 \
    synth-adder-area-share 0.0297 \
    yosys-mux-area-fraction 0.0535 \
    edf_count 0 \
    cellLeakagePower_uw 0.000925 \
    fmax_ghz 0.472 \
    floorplan.core_area_sq_um 6790 \
    cts_root_buf "clkbuf_8" \
    synthTopCellsByArea "dfrtp_1 (32%), dfrtn_1 (19%), xnor2_1 (5.4%)" \
    global_route.usage.total 0.100 \
    timing.setup.critical_path_class "register to register" \
    r2r-end "unit_clk1ms.clockPulse5cycle.count_reg[18]$_DFF_PP0_" \
    routedWlPerCell_um 11.1 \
    worst-endpoint-arrival_ps 2320 \
    top_area_cell "dfrtp_1" \
    worst_setup_path_endpoint "unit_clk1ms.clockPulse5cycle.count_reg[18]$_DFF_PP0_" \
    drcViolationCount 0 \
    post_synth_xor_area_fraction 0.0873 \
    dp_worst_setup_slack_ps 3160 \
    synth.lib_cells_used.distinct 39 \
    floorplanUtilization 0.310 \
    design_power_total_uw 292 \
    unclocked_pins 26 \
    synth.yosys.num_cells 187 \
    area.sequential_sq_um 1180 \
    final_min_period_over_clock_period 0.400 \
    synth_area_sq_um 2110 \
    timing.critical_path.required_ps 5500 \
    finClkSkew_ps 3.32 \
    grt_max_degree 45 \
    min_period_ps 2120 \
    timing.hold.worst.class "register to register" \
    normalized_max_slew_margin 0.390 \
    area_of_the_die_sq_um 7360 \
    yosys-dominant-comb-family "simple AND/OR/NAND/NOR gates" \
    firstDrtPassIters 4 \
    timing.reg2reg.worst_path_depth 5 \
    irDropWorstVdd_mv 0.0997 \
    yosys.area.top_type_share 0.321 \
    post-route-util 0.340 \
    critPathLaunch "unit_clk1ms.clockPulse5cycle.count_reg[0]$_DFF_PP0_" \
    drt_iter0_drc 57 \
    ctsResizeCount 0 \
    post_dp_cell_area_sq_um 2270 \
    synthAoiAreaFrac 0.0404 \
    dp.final_hpwl_mm 2.30 \
    r2r_start "unit_clk1ms.clockPulse5cycle.count_reg[0]$_DFF_PP0_" \
    power_per_cell_area_nw_per_um2 126 \
    hold_buffers 0 \
    antenna_violating_nets_remaining 0 \
    rsz0062_at_grt "false" \
    vertical_extent_of_the_die_um 85.8 \
    cts_tree "built" \
    critical_path_peak_fanout 9 \
    gpl.final_weighted_congestion 0.811 \
    cts.htree.levels 1 \
    largest_reg_flops 23 \
    multi_input_comb_area_sq_um 870 \
    post_drt_via_cell_ratio 4.49 \
    top_cell "dfrtp_1" \
    numPortBuffers 5 \
    clk_path_buf_depth 2 \
    grt_pass1_wl_mm 6.01 \
    ys_seq_elements 49 \
    ys_sh_simple 0.202 \
    start_kind "register" \
    ys_warn_count 4 \
    vias_in_the_first_global_route 1329 \
    stage_log_warnings 26 \
    timing.reg2reg.setup_slack_ps 3180 \
    final-setup-viol-count 0 \
    cts_made_buffers 3 \
    wl_mm 3.20 \
    rows 30 \
    grt_remaining_overflow 0 \
    cts_post_setup_buffers_inserted 0 \
    clk-insertion-delay-late_ps 260 \
    timing.setup.tns_ps 0 \
    drv_cap 0 \
    boundaryPins 6 \
    cts.reportedPaths.clkPinSlew_ps 80 \
    fillers 675 \
]
-- worst min-delay path by stage --
stage	startpoint	to	cells after the start
finish	unit_clk1ms.clockPulse5cycle.count_reg[0]$_DFF_PP0_	unit_clk1ms.clockPulse5cycle.count_reg[0]$_DFF_PP0_	1
global route	unit_clk1ms.clockPulse5cycle.count_reg[21]$_DFF_PP0_	unit_clk1ms.clockPulse5cycle.count_reg[21]$_DFF_PP0_	1
CTS	unit_clk1ms.clockPulse5cycle.count_reg[0]$_DFF_PP0_	unit_clk1ms.clockPulse5cycle.count_reg[0]$_DFF_PP0_	1
-- layer usage --
layer,up-vias,GRT usage,part of all wire
met5,-,0,0
met4,0,0.00758,0.0025
met3,2,0.00781,0.012
met2,10,0.158,0.45
met1,631,0.164,0.53
li1,656,-,-
-- placed cells by master, fill, tap and decap left out, types with 3 or more instances in the layout --
cell              n
nor3_1            5
clkdlybuf4s50_1   5
xor2_1            8
o21ai_0           5
nor2_1           16
dfrtn_1          16
nand4_1           3
nand3_1          12
xnor2_1          13
dlxtp_1           4
dfrtp_1          27
a21oi_1           5
or4_1             4
nand2_1          13
ha_1              5
clkbuf_8          3
mux2_2            8
inv_1             9
-- metrics by stage --
stage | hold WS [ps] | instances
global route | 523 | 289
finish | 501 | 289
CTS | 495 | 289
global placement | 463 | 285
detailed placement | 484 | 285
floorplan | 453 | 187
-- cells by family after synthesis --
group | after synthesis
simple gates | 74
mux | 9
flops | 45
latches | 4
buf+inv | 14
xor+xnor | 21
fa+ha+maj | 5
compound gates | 15
-- worst max-delay path, stage by stage (launching register included) --
cell,delay (ps)
dfrtp_1,400
ha_1,230
inv_1,100
or4_1,700
or4_1,460
a21oi_1,150
-- layout make-up --
cell class	instances	share of cell area
tap	96	0.0519
timing repair buffer	6	0.0249
sequential	49	0.511
inverter	10	0.0162
multi-input combinational	124	0.376
clock buffer	4	0.0195
-- report_power, final --
part / total [uW] / switching [uW] / internal (uW)
clock: 110 / 56.0 / 53.7
sequential: 175 / 0 / 175
combinational: 7.45 / 6.26 / 1.18
total: 292 / 62.3 / 230
