**/design/flow/config.mk**
```make
export PLATFORM = sky130hd
export DESIGN_NAME = modMCounter_VisualTest
export DESIGN_NICKNAME = modMCounter_VisualTest
export VERILOG_FILES = /design/flow/design.v
export SDC_FILE = /design/flow/constraint.sdc
export NUM_CORES = 4
export LEC_CHECK = 1
export CORE_AREA = 10 10 104 104
export DIE_AREA = 0 0 114 114
```
**/design/flow/constraint.sdc**
```tcl
current_design modMCounter_VisualTest

set clk_period 3.3
set clk_io_pct 0.2

create_clock -name clk0 -period $clk_period [get_ports {CLOCK_50}]

set non_clock_inputs [all_inputs -no_clocks]
set_input_delay [expr $clk_period * $clk_io_pct] -clock clk0 $non_clock_inputs
set_output_delay [expr $clk_period * $clk_io_pct] -clock clk0 [all_outputs]
```
**/design/flow/design.v**
```verilog
module clockTick
#(
	parameter M = 5,  
				 N = 3  
)
(
	input wire clk, reset, 
	output wire clkPulse
);
modMCounter #(.M(M), .N(N)) 
	clockPulse5cycle (
				.clk(clk), .reset(reset), 
				.complete_tick(clkPulse)
			);
endmodule	
module modMCounter
#(
	parameter M = 5,  
				 N = 3  
)
(
	input wire clk, reset, 
	output wire complete_tick, 
	output wire[N-1:0] count
);
reg[N-1:0] count_reg;
wire[N-1:0] count_next;
always @(posedge clk, posedge reset)
begin
	if (reset == 1)
		count_reg = 0;
	else
		count_reg = count_next;
end
assign count_next = (count_reg == M-1) ? 0 : count_reg + 1 ;
assign complete_tick = (count_reg == M-1) ? 1 : 0;
assign count = count_reg;  
endmodule
module hexToSevenSegment
(
	input wire[3:0] hexNumber,
	output wire[6:0] sevenSegmentActiveLow, sevenSegmentActiveHigh
);
reg[6:0] sevenSegment;
always @*
begin
	case(hexNumber)
		4'b0000 : sevenSegment = 7'b1000000;  
		4'b0001 : sevenSegment = 7'b1111001;  
		4'b0010 : sevenSegment = 7'b0100100;  
		4'b0011 : sevenSegment = 7'b0110000;  
		4'b0100 : sevenSegment = 7'b0011001;  
		4'b0101 : sevenSegment = 7'b0010010;  
		4'b0110 : sevenSegment = 7'b0000010;  
		4'b0111 : sevenSegment = 7'b1111000;  
		4'b1000 : sevenSegment = 7'b0000000;  
		4'b1001 : sevenSegment = 7'b0010000;  
		4'b1010 : sevenSegment = 7'b0001000;  
		4'b1011 : sevenSegment = 7'b0000011;  
		4'b1100 : sevenSegment = 7'b1000110;  
		4'b1101 : sevenSegment = 7'b0100001;  
		4'b1110 : sevenSegment = 7'b0000110;  
		default : sevenSegment = 7'b0001110;  
	endcase;
end
assign sevenSegmentActiveLow = sevenSegment;
assign sevenSegmentActiveHigh = ~sevenSegment;
endmodule
module modMCounter_VisualTest
#(parameter M = 12,  
				N = 4   
)
(	input wire CLOCK_50, reset,
	output wire[6:0] HEX0,
	output wire [1:0] LEDR,
	output wire[N-1:0] LEDG
);
wire clk_Pulse1s;
wire[N-1:0] count;
clockTick #(.M(50000000), .N(26))
	clock_1s (.clk(CLOCK_50), .reset(reset), 
					.clkPulse(clk_Pulse1s));
assign LEDR[0] = clk_Pulse1s;  
modMCounter #(.M(M), .N(N)) 
		modMCounter1s (.clk(clk_Pulse1s), .reset(reset), 
					.complete_tick(LEDR[1]), .count(count));
assign LEDG = count;  
hexToSevenSegment hexToSevenSegment0 (
						.hexNumber(count), .sevenSegmentActiveLow(HEX0));
endmodule
```
**/design/flow/run.sh**
```bash
#!/bin/bash
# OpenROAD 26Q1-2900-gdf79404cd8, Yosys 0.63+post, stock flow scripts
make -C /OpenROAD-flow-scripts/flow DESIGN_CONFIG=/design/flow/config.mk WORK_HOME=/design/flow/orfs finish
```
==> impl_metrics.prom <==
# HELP chip_impl_metric Physical implementation figures
# TYPE chip_impl_metric gauge
chip_impl_info{name="status",value="finished, final reports clean"} 1
chip_impl_metric{name="synth.avg_cell_area",unit="sq um"} 9.24
chip_impl_info{name="timing.critical_path.from_type",value="flip-flop"} 1
chip_impl_metric{name="crit_fanout",unit=""} 5
chip_impl_metric{name="clk_pin_slew_worst_setup_hold_paths",unit="ps"} 90
chip_impl_metric{name="setup_viol_count_final",unit=""} 0
chip_impl_metric{name="clock_path_buffers",unit=""} 2
chip_impl_metric{name="number_of_design_rule_violations_left_by_the_first_detailed_router_iteration",unit=""} 79
chip_impl_metric{name="largest_register_ffs",unit=""} 26
chip_impl_metric{name="vias_per_cell",unit=""} 4.38
chip_impl_info{name="mostFrequentLayoutCell",value="dfrtp_1"} 1
chip_impl_metric{name="mappedNetlistArea",unit="sq mm"} 0.00172
chip_impl_metric{name="wire_length_of_the_first_global_routing_pass",unit="mm"} 5.95
chip_impl_metric{name="synth_flop_count",unit=""} 30
chip_impl_metric{name="pwr_density_cell",unit="mW/mm^2"} 262
chip_impl_metric{name="route.detailed.wl_per_inst",unit="um"} 10.8
chip_impl_metric{name="power",unit="uW"} 528
chip_impl_metric{name="worst-endpoint-required",unit="ps"} 2640
chip_impl_metric{name="initial_core_util",unit=""} 0.198
chip_impl_metric{name="final_period_minus_worst_setup_slack",unit="ps"} 2880
chip_impl_metric{name="postRouteAntennaNets",unit=""} 0
chip_impl_metric{name="max_freq",unit="MHz"} 347
chip_impl_metric{name="floorplan.die_area",unit="sq mm"} 0.0130
chip_impl_info{name="hold_path_class",value="reg -> reg"} 1
chip_impl_metric{name="synthesis.instances",unit=""} 186
chip_impl_metric{name="warning_count",unit=""} 30
chip_impl_metric{name="gp_routability_congestion",unit=""} 0.812
chip_impl_metric{name="fin_cells",unit=""} 304
chip_impl_metric{name="post-place-ws",unit="ps"} 739
chip_impl_metric{name="yosysChipArea",unit="sq mm"} 0.00172
chip_impl_metric{name="hold_buffers",unit=""} 0
chip_impl_metric{name="irDropWorstVdd",unit="uV"} 242
chip_impl_metric{name="detailed_place_hpwl",unit="mm"} 2.48
chip_impl_metric{name="dpl.cell_count",unit=""} 300
chip_impl_metric{name="route.vias.total",unit=""} 1333
chip_impl_metric{name="timing.clock.skew",unit="ps"} 4.35
chip_impl_metric{name="floorplan_row_count",unit=""} 34
chip_impl_metric{name="die_h",unit="um"} 114
chip_impl_metric{name="unconstrained_endpoints",unit=""} 16
chip_impl_metric{name="vias_in_the_first_global_route",unit=""} 1264
chip_impl_metric{name="grt_antenna_before_repair",unit=""} 0
chip_impl_metric{name="final_min_period_over_clock_period",unit=""} 0.873
chip_impl_metric{name="globalRouteTotalUtil",unit=""} 0.0525
chip_impl_info{name="cts_root_buffer",value="clkbuf_8"} 1
chip_impl_metric{name="io_buffer_count",unit=""} 14
chip_impl_metric{name="grt_overflow_total",unit=""} 0
chip_impl_metric{name="synth-warning-count",unit=""} 3
chip_impl_info{name="layout_top_cells",value="26 x dfrtp_1, 17 x nor2_1, 17 x nand2_1, 14 x clkdlybuf4s50_1, 13 x nand3_1"} 1
chip_impl_metric{name="drt-total-wl",unit="mm"} 3.30
chip_impl_metric{name="length_in_cells_of_the_worst_reg_to_reg_path",unit=""} 4
chip_impl_metric{name="timing_worst_slew_pin_value",unit="ps"} 604
chip_impl_metric{name="cts.repair.resized",unit=""} 0
chip_impl_info{name="startpoint",value="clock_1s.clockPulse5cycle.count_reg[0]$_DFF_PP0_"} 1
chip_impl_metric{name="max_cap_violations",unit=""} 0
chip_impl_metric{name="area_delta_synth_final",unit="%"} 17.2
chip_impl_metric{name="drc_errors",unit=""} 0
chip_impl_info{name="r2r_start",value="clock_1s.clockPulse5cycle.count_reg[7]$_DFF_PP0_"} 1
chip_impl_metric{name="cts_htree_levels",unit=""} 1
chip_impl_metric{name="setup_ws",unit="ps"} 418
chip_impl_metric{name="cts_inserted_buffers",unit=""} 3
chip_impl_metric{name="cell_type_count",unit=""} 35
chip_impl_info{name="tritoncts_clock_tree",value="done"} 1
chip_impl_metric{name="yosys_cells",unit=""} 186
chip_impl_metric{name="post_route_cells_drive_above_1_share",unit=""} 0.0612
chip_impl_metric{name="drt_first_pass_iters",unit=""} 4
chip_impl_info{name="timing_worst_setup_path_type",value="reg -> out"} 1
chip_impl_metric{name="grt_start_max_net_pins",unit=""} 31
chip_impl_metric{name="synth-seq-area-share",unit=""} 0.437
chip_impl_metric{name="top_level_ports",unit=""} 15
chip_impl_metric{name="unclocked_regs",unit=""} 4
chip_impl_info{name="critical_path_endpoint_category",value="primary output"} 1
chip_impl_metric{name="die_w",unit="um"} 114
chip_impl_metric{name="worst-endpoint-arrival",unit="ps"} 2220
chip_impl_metric{name="timing_max_transition_violations_final",unit=""} 0
chip_impl_metric{name="fin_tns_setup",unit="ps"} 0
chip_impl_info{name="grt_setup_unrepaired",value="no"} 1
chip_impl_info{name="hold_path.startpoint",value="clock_1s.clockPulse5cycle.count_reg[24]$_DFF_PP0_"} 1
chip_impl_metric{name="timing.final.hold_violations",unit=""} 0
chip_impl_metric{name="p_leak",unit="nW"} 0.783
chip_impl_metric{name="slew_headroom",unit=""} 0.597
chip_impl_metric{name="worst_hold_path.num_cells",unit=""} 1
chip_impl_metric{name="clock.latency.late_pin",unit="ps"} 270
chip_impl_metric{name="core_area",unit="sq mm"} 0.00868
chip_impl_metric{name="count_of_antenna_diodes_in_the_layout",unit=""} 0
chip_impl_metric{name="post_cts.repair.setup_buffers",unit=""} 0
==> path summary, 6_finish.rpt <==
check | to | slack [ps]
worst max register to register | clock_1s.clockPulse5cycle.count_reg[25]$_DFF_PP0_ | 1230
max in group asynchronous | clock_1s.clockPulse5cycle.count_reg[8]$_DFF_PP0_ | 2250
worst max-delay path | LEDR[0] | 420
worst min-delay path | clock_1s.clockPulse5cycle.count_reg[24]$_DFF_PP0_ | 480
min in group asynchronous | clock_1s.clockPulse5cycle.count_reg[4]$_DFF_PP0_ | 770
worst min register to register | clock_1s.clockPulse5cycle.count_reg[24]$_DFF_PP0_ | 480
==> final cells by class <==
type / count / area (sq um)
Clock buffer: 4 / 55.1
Inverter: 5 / 18.8
Fill cell: 950 / 6670
Timing Repair Buffer: 16 / 155
Multi-Input combinational cell: 141 / 898
Tap cell: 108 / 135
Sequential cell: 30 / 751
==> cells by family (layout without fill, tap and decap cells) <==
| group | after synthesis | after routing | share of synthesized area |
|---|---|---|---|
| multiplexers | 1 | 1 | 0.00583 |
| XOR/XNOR | 17 | 17 | 0.0867 |
| flip-flops | 30 | 30 | 0.437 |
| adder cells (fa/ha/maj) | 7 | 7 | 0.0510 |
| AND-OR/OR-AND | 31 | 31 | 0.106 |
| AND/OR/NAND/NOR | 85 | 85 | 0.273 |
| buffers and inverters | 15 | 25 | 0.0401 |
==> power by group <==
group / internal [mW] / switching (mW) / total (mW)
logic: 0.00190 / 0.00704 / 0.00894
registers: 0.318 / 0 / 0.318
clock network: 0.107 / 0.0941 / 0.201
==> through the flow <==
step | util | hold WS (ps) | area (sq um)
2_1_floorplan | - | 457 | 1720
3_3_place_gp | 0.226 | 473 | 1960
3_5_place_dp | 0.226 | 476 | 1960
4_1_cts | 0.232 | 491 | 2010
5_1_grt | 0.232 | 523 | 2010
6_report | 0.232 | 484 | 2010
==> Yosys cell counts <==
cell type,n,area share
a21oi_1,11,0.032
a22o_1,1,0.0051
a31oi_1,1,0.0036
and3_1,6,0.022
and4_1,1,0.0051
buf_2,1,0.0029
buf_4,3,0.013
clkbuf_1,6,0.013
dfrtn_1,4,0.058
dfrtp_1,26,0.38
ha_1,7,0.051
inv_1,5,0.011
mux2i_1,1,0.0058
nand2_1,17,0.037
nand2b_1,2,0.0073
nand3_1,13,0.038
nand3_2,1,0.0058
nand3b_1,2,0.0087
nand4_1,4,0.015
nand4_2,1,0.0073
nor2_1,17,0.037
nor2b_1,3,0.011
nor4_1,4,0.015
nor4_2,1,0.0073
nor4b_1,1,0.0051
o211ai_1,1,0.0044
o21ai_0,10,0.029
o31ai_1,5,0.022
o41ai_1,2,0.010
or3_1,4,0.015
or3b_2,2,0.010
or4_1,5,0.022
or4b_2,1,0.0058
xnor2_1,10,0.051
xor2_1,7,0.036
==> layer usage <==
metal | wire, um | track usage | up-vias
li1 | - | - | 679
met1 | 1620 | 0.0707 | 636
met2 | 1530 | 0.0877 | 16
met3 | 114 | 0.0112 | 2
met4 | 36 | 0.00585 | 0
met5 | 0 | 0 | -
==> worst max-delay path, stage by stage (launching register included) <==
cell             delay [ps]
dfrtp_1                 410
ha_1                    270
and3_1                  220
nand4_1                 150
nor4_2                  370
clkdlybuf4s50_1         540
No activity file was given, so power comes from the tool's default toggle rates.
